==> flow/design.v <==
`timescale 1ns / 1ps
module signalReceive(clk, SCK, MOSI, byteReceived, dataByte, SSEL);
input clk;
input SCK, SSEL, MOSI;
output byteReceived;
output [7:0] dataByte;
reg [2:0] bitcnt;
reg byte_received=1'b0;   
reg [7:0] byte_data_received;
assign byteReceived = byte_received;
assign dataByte = byte_data_received;
reg [2:0] SCKr;  
reg [2:0] SSELr;  
reg [1:0] MOSIr; 
always @(posedge clk) 
begin
  SCKr <= {SCKr[1:0], SCK};
end
wire SCK_risingedge = (SCKr[2:1]==2'b01);   
wire SCK_fallingedge = (SCKr[2:1]==2'b10);   
always @(posedge clk) 
begin
  SSELr <= {SSELr[1:0], SSEL};
end
wire SSEL_active = ~SSELr[1];   
wire SSEL_startmessage = (SSELr[2:1]==2'b10);   
wire SSEL_endmessage = (SSELr[2:1]==2'b01);   
always @(posedge clk) 
begin
  MOSIr <= {MOSIr[0], MOSI};
end
wire MOSI_data = MOSIr[1];
always @(posedge clk)
begin
  if(~SSEL_active)
  begin
    bitcnt <= 3'b000;
  end
  else
  begin
    if(SCK_risingedge)
    begin
      bitcnt <= bitcnt + 3'b001;
      byte_data_received <= {byte_data_received[6:0], MOSI_data};
    end
  end
end
always @(posedge clk)
begin    
    byte_received <= SSEL_active && SCK_risingedge && (bitcnt==3'b111);
end 
endmodule
module sending(clk, SCK, MISO, SSEL, data, signalReceived, byteSent);
input clk;
input SCK;
output MISO;
input SSEL;
input [7:0] data;
input signalReceived;
output byteSent;
reg byte_sent;
assign byteSent = byte_sent;
reg [7:0] byte_data_sent;
reg byte_sent_2clk = 1'b0;
reg [2:0] cnt;
reg [2:0] SCKr;  
always @(posedge clk) 
begin
 SCKr <= {SCKr[1:0], SCK};
end
wire SCK_risingedge = (SCKr[2:1]==2'b01);   
wire SCK_fallingedge = (SCKr[2:1]==2'b10);   
reg [2:0] SSELr;  
always @(posedge clk) 
begin
  SSELr <= {SSELr[1:0], SSEL};
end
wire SSEL_active = ~SSELr[1];   
wire SSEL_startmessage = (SSELr[2:1]==2'b10);   
wire SSEL_endmessage = (SSELr[2:1]==2'b01);   
always @(posedge clk) 
begin
  if(signalReceived)
  begin
    if(~SSEL_active) 
    begin
      cnt<=3'b000;   
    end
    else
    begin
      if(byte_sent_2clk)
      begin
        byte_data_sent <= data;
      end
      if(SCK_risingedge)
      begin
        cnt <= cnt + 3'b001;
        byte_data_sent <= {byte_data_sent[6:0], 1'b0};
      end
    end
  end
end
always @(posedge clk)
begin
  if(signalReceived)
  begin
    if (byte_sent_2clk)
    begin
      byte_sent_2clk <= 1'b0;
    end
    if (byte_sent)
    begin
      byte_sent_2clk <= 1'b1;
      byte_sent <= SSEL_active && SCK_risingedge && (cnt==3'b111);
    end
    else
    begin
      byte_sent <= SSEL_active && SCK_risingedge && (cnt==3'b111);
    end
  end
end
assign MISO = byte_data_sent[7];   
endmodule
`timescale 1ns / 1ps
module signalProcess(clk, SCK, MOSI, MISO, SSEL);
input clk;
input SCK, SSEL, MOSI;
output MISO;
wire [7:0] dataByte;
wire [7:0] sendByte;
reg [7:0] compressedX [63:0];
reg [6:0] inputCounter = 7'b0000000;
reg byte_receieved;
reg signalReceived;
reg randReceived;
reg [7:0] phiSignal [16383:0];
reg [14:0] randCounter = 15'b000000000000000;
wire byteSent;
integer i=0;
integer j=-1;
integer k=0;
reg [7:0] reconstructed_Signal [255:0];
assign sendByte = compressedX[j];
signalReceive srA(.clk(clk), .SCK(SCK), .MOSI(MOSI), .byteReceived(byte_received), .dataByte(dataByte), .SSEL(SSEL));
always @(posedge clk)
begin 
  if(~signalReceived)
  begin
    if(byte_received)
    begin
      compressedX[i] <= dataByte;
      i=i+1;
      inputCounter <= inputCounter + 7'b0000001; 
    end
  end
end
always @(posedge clk)
begin
  signalReceived <= (inputCounter == 7'b1000000);
end
integer m=0;
sending sB(.clk(clk), .SCK(SCK), .MISO(MISO), .SSEL(SSEL), .data(sendByte), .signalReceived(signalReceived), .byteSent(byteSent));
always @(posedge clk)
begin
  if(signalReceived)
  begin
    if(byteSent)
    begin
      j=j+1;
    end 
  end
end
endmodule
==> flow/run.sh <==
#!/bin/bash
# OpenROAD 26Q1-2900-gdf79404cd8, Yosys 0.63+post, stock flow scripts
make -C /OpenROAD-flow-scripts/flow DESIGN_CONFIG=/design/flow/config.mk WORK_HOME=/design/flow/orfs finish
==> flow/config.mk <==
export PLATFORM = sky130hd
export DESIGN_NAME = signalProcess
export DESIGN_NICKNAME = signalProcess
export VERILOG_FILES = /design/flow/design.v
export SDC_FILE = /design/flow/constraint.sdc
export NUM_CORES = 4
export LEC_CHECK = 1
export CORE_UTILIZATION = 50
==> flow/constraint.sdc <==
current_design signalProcess

set clk_period 16.0
set clk_io_pct 0.2

create_clock -name clk0 -period $clk_period [get_ports {clk}]

set non_clock_inputs [all_inputs -no_clocks]
set_input_delay [expr $clk_period * $clk_io_pct] -clock clk0 $non_clock_inputs
set_output_delay [expr $clk_period * $clk_io_pct] -clock clk0 [all_outputs]
==> results.rst <==
Metrics
=======

.. list-table::
   :header-rows: 1

   * - Metric
     - Value
   * - Result of the run
     - completed
   * - Leakage power of the design
     - ~7.4 nW
   * - Number of cells traversed by the worst register-to-register path
     - 7
   * - Aggregate global routing overflow
     - 0
   * - Highest net fanout along the worst path
     - 1
   * - Area leader share
     - 0.754
   * - Flip-flop and latch area
     - between 15000 and 20000 µm²
   * - Total number of vias
     - roughly 10000
   * - Summed standard-cell area reported by yosys
     - about 22000 µm²
   * - Cell area after synthesis
     - around 22000 µm²
   * - Required time of the worst setup path
     - 12800 ps
   * - First-pass GRT wire length
     - around 72 mm
   * - Number of logged tool warnings
     - 26
   * - Worst clock skew
     - ~22 ps
   * - Combined area of the multi-input logic cells
     - about 4800 µm²
   * - Maximum number of pins on one net before global-route repair
     - ~70
   * - Final routed wire length divided by cell count
     - 27.6 µm
   * - Layout fillers
     - about 3200
   * - R2R setup slack
     - about 12000 ps
   * - Antenna diodes
     - 0
   * - Slowest library cell on the worst path
     - sky130_fd_sc_hd__clkdlybuf4s50_1
   * - Detailed-route vias per instance
     - about 6
   * - Clock root cell
     - sky130_fd_sc_hd__clkbuf_16
   * - Post-synthesis cell count from yosys
     - ~1100
   * - Number of distinct library cell variants in the gate-level netlist after synthesis
     - about 50
   * - Standard cell core area
     - ~43000 µm²
   * - Placement Setup Slack
     - 12050 ps
   * - Syn Area/Cell
     - 20.5 µm²
   * - Setup TNS after final layout
     - 0 ps
   * - Insertion Delay late pin
     - between 600 and 700 ps
   * - Number of instances in the synthesized netlist
     - between 1000 and 1500
   * - #FFs+latches synth
     - about 560
   * - Post_cts resized
     - 0
   * - RSZ-0062 raised after global routing
     - false
   * - Weighted congestion reported at the end of routability-driven placement
     - approximately 0.87
   * - Fraction of layout instances using a drive strength above 1
     - 0.241
   * - Primary flip-flop cell chosen by synthesis mapping
     - sky130_fd_sc_hd__edfxtp_1
   * - Area of the die
     - ~45000 µm²
   * - Final setup violation count
     - 0
   * - Largest stage delay on the critical path
     - between 400 and 500 ps
   * - Worst slew margin relative to its limit
     - 0.243
   * - Synthesis Warnings
     - 4
   * - Clock period minus worst slack
     - 4570 ps
   * - Register share after synthesis
     - 0.765
   * - Total power divided by cell area
     - roughly 120 nW/µm²
   * - Max Root-Sink Buffers
     - 3
   * - Antenna violations before repair
     - 0
   * - Number of buffers added to fix hold violations after cts
     - 0
   * - Transition time of the tightest slew-check pin
     - between 1000 and 1500 ps
   * - CP cell instances
     - clkdlybuf4s50_1
   * - Max-cap check violation count
     - 0
   * - Fraction of synthesis flops using an asynchronous set or reset pin
     - 0
   * - Post-layout instance count excluding filler cells
     - roughly 1700
   * - Worst EP arrival
     - approximately 1400 ps
   * - Destination of the worst hold path
     - sB.SSELr[1]
   * - Count of H-tree levels built during CTS
     - 2
   * - PnR worst setup slack
     - approximately 11000 ps
   * - Inserted Clock Buffers
     - ~55
   * - Die Height
     - 212 µm
   * - Worst hold path depth
     - 0
   * - Total I/O pin count
     - 5
   * - Quantity of I/O buffers inserted on ports
     - 4
   * - Slew Limit Fails
     - 0
   * - Cell family contributing the most delay on the critical path
     - buffers and inverters
   * - Worst hold path class
     - reg2reg
   * - Category of the worst setup path launch point
     - register
   * - Post-detailed-route count of antenna-violating nets
     - 0
   * - Reg2reg end
     - sB.byte_data_sent[5]
   * - Crit. End Element
     - output pin
   * - Top post-synthesis cells by area
     - sky130_fd_sc_hd__edfxtp_1 75%, sky130_fd_sc_hd__mux4_2 11%, sky130_fd_sc_hd__mux2_2 2.6%
   * - Detailed router's first-iteration violation count
     - 672
   * - Placed wire-length estimate after detailed placement
     - roughly 29 mm
   * - Max Freq
     - between 200 and 250 MHz
   * - Setup repair bufs after CTS
     - 0
   * - Buffers and inverters on the worst path
     - 1
   * - Cell taking the most area after synthesis
     - sky130_fd_sc_hd__edfxtp_1
   * - Die X-Extent
     - ~210 µm
   * - Beginning of the worst register-to-register path
     - j[1]
   * - Site Rows
     - around 76
   * - Synthesis-to-layout area growth
     - 11.4%
   * - Launch point of the worst hold path
     - sB.SSELr[0]
   * - Detailed-routing iteration count for the pre-antenna-repair pass
     - 6
   * - Share of the clock period used by the worst path after layout
     - 0.285
   * - TritonCTS clock tree
     - yes
   * - Largest vdd supply drop
     - ~0.000096 V
   * - Critical setup path kind
     - reg2out
   * - Number of global-route vias before repair
     - roughly 11000
   * - Wire length reported by the detailed router
     - 48.2 mm
   * - Tot GR Track Use
     - 0.254
   * - Number of enable-type register cells in the synthesized netlist
     - ~550
   * - Clock input transition at the sequential cells of the worst setup and hold paths
     - roughly 60 ps
   * - Floorplan-stage core utilization
     - 0.508
   * - DRC errors left
     - 0
   * - Count of placed standard cells including taps
     - 1645
   * - TritonCTS sink count
     - 564
   * - Hold Violations, Final
     - 0
how the worst max path moves through the flow:
stage	cells past startpoint	startpoint	end	slack, ps
6_report	1	sB.byte_data_sent[7]	MISO	11430
5_1_grt	1	sB.byte_data_sent[7]	MISO	11390
4_1_cts	1	sB.byte_data_sent[7]	MISO	11390
layer usage:
layer  wire (µm)  vias to the layer above  GRT usage  share of wire
li1            -                     4503          -              -
met1       17900                     5290      0.405           0.37
met2       22400                      593      0.347           0.46
met3        6890                       72      0.157           0.14
met4        1000                        0     0.0435          0.021
met5           0                        -          0              0
report_power, final:
| part | switching (mW) | total (mW) | internal [mW] |
|---|---|---|---|
| combinational | 0.0118 | 0.0147 | 0.00292 |
| clock | 0.529 | 1.22 | 0.695 |
| sequential | 0.00178 | 1.61 | 1.61 |
| total | 0.542 | 2.85 | 2.31 |
layout make-up:
| type | count | share of cell area |
|---|---|---|
| multi-input cells | 445 | 0.198 |
| repair buffers | 46 | 0.0150 |
| flip-flops and latches | 564 | 0.687 |
| clock inverters | 32 | 0.00843 |
| well taps | 585 | 0.0299 |
| inverters | 5 | 0.000766 |
| clock buffers | 72 | 0.0617 |
worst reg2reg max path: stages (launching register included):
cell,delay (ps)
sky130_fd_sc_hd__edfxtp_1,800
sky130_fd_sc_hd__buf_4,650
sky130_fd_sc_hd__buf_4,660
sky130_fd_sc_hd__and3b_1,450
sky130_fd_sc_hd__a222oi_1,470
sky130_fd_sc_hd__o211ai_1,220
sky130_fd_sc_hd__o211ai_1,200
sky130_fd_sc_hd__o21ai_0,80
metrics by stage:
step,util,area [µm²],hold WS (ps),total power [mW]
finish,0.566,24500,330,2.85
CTS,0.566,24500,334,2.88
global placement,0.526,22800,311,1.66
global route,0.566,24500,337,2.93
floorplan,-,22000,310,1.65
detailed placement,0.526,22800,312,1.66
kinds of logic after synthesis:
logic type | count (synthesis) | synth area share
flip-flops | 564 | 0.765
multiplexers | 180 | 0.148
AND/OR/NAND/NOR | 166 | 0.0353
AND-OR/OR-AND | 77 | 0.0263
buffers and inverters | 64 | 0.0150
XOR/XNOR | 14 | 0.00558
adder cells (fa/ha/maj) | 8 | 0.00455
sequential cells by signal (all words and copies together) (netlist names), 2 cells and up:
name	count
compressedX	512
i	6
inputCounter	7
j	6
sB.SCKr	3
sB.SSELr	2
sB.byte_data_sent	8
sB.cnt	3
srA.MOSIr	2
srA.bitcnt	3
srA.byte_data_received	8
cells in the mapped netlist (6+ instances only):
library cell	count
sky130_fd_sc_hd__buf_4	9
sky130_fd_sc_hd__a22oi_1	15
sky130_fd_sc_hd__nand2_1	24
sky130_fd_sc_hd__dfxtp_1	12
sky130_fd_sc_hd__nand3_1	25
sky130_fd_sc_hd__nor2b_1	8
sky130_fd_sc_hd__mux4_2	109
sky130_fd_sc_hd__o21ai_0	7
sky130_fd_sc_hd__a222oi_1	12
sky130_fd_sc_hd__mux2i_1	18
sky130_fd_sc_hd__o211ai_1	10
sky130_fd_sc_hd__clkbuf_1	23
sky130_fd_sc_hd__mux2_2	51
sky130_fd_sc_hd__buf_2	19
sky130_fd_sc_hd__xnor2_1	9
sky130_fd_sc_hd__nor2_1	76
sky130_fd_sc_hd__ha_1	8
sky130_fd_sc_hd__and3_1	6
sky130_fd_sc_hd__a21oi_1	13
sky130_fd_sc_hd__edfxtp_1	552
cells in the final DEF, fill, tap and decap left out, types with 13 or more instances in the layout:
| cell type | count |
|---|---|
| sky130_fd_sc_hd__nand2_1 | 24 |
| sky130_fd_sc_hd__clkinv_1 | 17 |
| sky130_fd_sc_hd__nor2_1 | 76 |
| sky130_fd_sc_hd__clkbuf_16 | 56 |
| sky130_fd_sc_hd__a22oi_1 | 15 |
| sky130_fd_sc_hd__mux2i_1 | 18 |
| sky130_fd_sc_hd__edfxtp_1 | 552 |
| sky130_fd_sc_hd__mux4_2 | 109 |
| sky130_fd_sc_hd__buf_4 | 41 |
| sky130_fd_sc_hd__mux2_2 | 51 |
| sky130_fd_sc_hd__a21oi_1 | 13 |
| sky130_fd_sc_hd__nand3_1 | 25 |
Power is estimated from default activity; no workload was simulated.
