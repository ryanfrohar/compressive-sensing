==> design/flow/design.v <==
`timescale 1ns / 1ps
module inputSensor(clk, reset, ja0, out);
    input clk, reset;
    input [7:0] ja0;
    output reg [7:0] out; 
    always@(posedge clk)
        if(reset)
            begin
                out <= 8'b0;
            end
        else
            begin
                out <= ja0;
            end     
endmodule
==> design/flow/run.sh <==
#!/bin/bash
# OpenROAD 26Q1-2900-gdf79404cd8, Yosys 0.63+post, stock flow scripts
make -C /OpenROAD-flow-scripts/flow DESIGN_CONFIG=/design/flow/config.mk WORK_HOME=/design/flow/orfs finish
==> design/flow/config.mk <==
export PLATFORM = sky130hd
export DESIGN_NAME = inputSensor
export DESIGN_NICKNAME = inputSensor
export VERILOG_FILES = /design/flow/design.v
export SDC_FILE = /design/flow/constraint.sdc
export NUM_CORES = 4
export LEC_CHECK = 1
export CORE_AREA = 10 10 70 70
export DIE_AREA = 0 0 80 80
==> design/flow/constraint.sdc <==
current_design inputSensor

set clk_period 1.0
set clk_io_pct 0.2

create_clock -name clk0 -period $clk_period [get_ports {clk}]

set non_clock_inputs [all_inputs -no_clocks]
set_input_delay [expr $clk_period * $clk_io_pct] -clock clk0 $non_clock_inputs
set_output_delay [expr $clk_period * $clk_io_pct] -clock clk0 [all_outputs]
==> notes.org <==
#+TITLE: Flow metrics

** CTS
- Post-CTS Setup Inserts :: 0
- In this run the clock root is driven by a sky130_fd_sc_hd__clkbuf_4.
- Number of buffers added to fix hold violations after cts :: 0
- CTS tree :: built
- Number of clock sinks :: 8
- Clock tree buffer depth :: 2
- Cts bufs inserted :: 3
- CTS built an H-tree with a depth of 1.
- Clock transition at the registers of the reported paths :: around 50 ps

** Die
- Die x size :: around 80 um
- The floorplan has 21 rows.
- The overall die size recorded for this design is about 0.0064 mm2.
- Core Util at FP :: 0.0615
- Num ports :: 18
- Floorplan Core Area :: roughly 0.0034 mm2
- Measured along the y axis, the die boundary spans roughly 80 um.

** Pwr
- Combinational share of power :: 0.110
- The script computed the net switching share of total power as 0.168.
- Net switching power figure :: approximately 0.11 mW
- The power report attributes to the clock group a share of 0.352.
- Of the total power, registers draw 0.538.
- The internal power of the cells totals 0.531 mW.
- PwrDens :: between 1000 and 1500 mW/mm2
- VDD sags by at most ~0.24 mV.
- In this run the static leakage power is approximately 0.18 nW.

** Final layout
- Share of post-route cells with drive strength above 1 :: 0.222
- In the final layout, the registers with the most flip-flops are out: 8 flops.
- out holds more flip-flops than any other register.
- The finished cells cover between 400 and 500 um2.
- Synth-to-Final Area Change :: 121%
- Flip-flop count of the largest register, all copies and words added :: 8

** Flow run
- OpenROAD warning count :: 25
- Number of max-cap violations :: 0

** Routing
- Vias post-DR :: 173
- Number of vias per cell after detailed routing :: roughly 2.1
- Total Wirelength :: 700 um
- After detailed routing, the average wire length per cell comes to approximately 8.5 um.
- Post-route DRC violation count :: 0
- For this run, the detailed router's first-pass iteration total came to 1.
- Nets still carrying antenna violations after routing amount to 0.
- Drt initial violations :: 0
- The repair_antennas step left the layout with diodes totalling 0.

** Setup path
- Crit path capture type :: output pin
- STA classifies the critical path startpoint as a flip-flop.
- Worst path slowest cell :: sky130_fd_sc_hd__dfxtp_2
- The cell family contributing the most delay on the critical path is flip-flops.
- Ordered list of cells on the worst path :: dlygate4sd2_1
- The OpenROAD report gives the critical path a data arrival time of between 700 and 800 ps.
- Critical path's largest stage delay :: about 310 ps
- The data required time reported for the critical path is about 800 ps.
- Together, buffers and inverters on the worst path number 1.
- Of all nets on the critical path, the largest fanout is 1.
- Worst setup path class :: flip-flop to output pin

** Placement
- Routability-driven placement congestion ratio :: ~0.7
- Per the placement log, port buffering inserted 17 buffers.
- Pre-CTS setup slack :: -20.2 ps
- Summing all placed instances gives a cell area of about 440 um2.

** Global route
- The number of antenna violations at the first check in global routing was 0.
- Via count of the first global-routing pass :: 195
- In the global route stage, met2 resource usage came out at 0.0401.
- The first global-routing pass estimated 993 um of wire.
- Met3 usage in global routing :: 0.00455
- Maximum number of pins on one net before global-route repair :: 9
- After global routing the overflow that remains totals 0.
- met1 track demand over resource after global routing is 0.0188.
- Overall track demand over capacity in global routing :: 0.0204
- Looking at the global route congestion table, the highest-usage layer is met2.

** STA
- The final hold violation count recorded for this run is 0.
- RSZ-0062 raised after global routing :: no
- Shortest period the worst path allows :: 972 ps
- Slew of the pin with the lowest slew margin :: between 200 and 300 ps
- The flow reports an fmax of 1.03 GHz.
- From the final report, the count of setup violators was given as 0.
- The most critical hold endpoint after final layout shows a slack of a little over 500 ps.
- Worst setup margin :: roughly 28 ps
- Count of final max-slew check failures :: 0
- Final clock period utilization by the worst path :: 0.972
- Relative max-transition margin :: 0.820

** Yosys
- Of the total synthesized cell area, the portion taken by AND, OR, NAND and NOR gates is 0.238.
- Post-synthesis, Yosys gives the total cell area as 210 um2.
- A synthesized cell averages approximately 13 um2.
- Gate Count Post-Synth :: 16
- Top area contributor share :: 0.762
- Leading cell types by count after synthesis :: sky130_fd_sc_hd__dfxtp_1, sky130_fd_sc_hd__nor2b_1
- Async S/R FF share, synth :: 0
- Ys Warns :: 1
- Largest non-sequential cell family by area :: simple AND/OR/NAND/NOR gates
- Sorting the Yosys area breakdown by cell type puts at the top sky130_fd_sc_hd__dfxtp_1.
- Of the total synthesized cell area, the portion taken by AND-OR and OR-AND cells is 0.
- The share of the Yosys chip area taken by registers is 0.762.
- Xor/xnor share of the synthesized area :: 0
- Sorting the synthesized cells by area gives the leading types as sky130_fd_sc_hd__dfxtp_1, sky130_fd_sc_hd__nor2b_1.
- Main flop type after synthesis :: sky130_fd_sc_hd__dfxtp_1
- Cell count in the Yosys report :: 16
- Number of enable flip-flop cells :: 0
- In this run, the synthesized area fraction spent on adder and majority cells is recorded as 0.
- Total standard cell area after synthesis :: around 210 um2
- Share of cell area taken by muxes after synthesis :: 0
- Number of distinct library cell variants in the gate-level netlist after synthesis :: 2
- Number of synthesized register bits :: 8

** Worst hold path
- The tightest min-delay check is of the input pin to flip-flop type.

** Run status
- The flow ran to the end, and the final reports show no timing, DRC or antenna violations.
## power by group through the flow
| stage | registers [mW] | logic [mW] | clock network (mW) |
|---|---|---|---|
| 4_1_cts | 0.343 | 0.0691 | 0.235 |
| 5_1_grt | 0.345 | 0.0759 | 0.251 |
| 6_report | 0.343 | 0.0700 | 0.225 |
## kinds of logic after synthesis
kind of cell and Yosys count:
flip-flops 8, AND/OR/NAND/NOR 8
## metal layers
metal,share of wire,vias to the layer above
li1,-,89
met1,0.31,76
met2,0.64,6
met3,0.021,2
met4,0.027,0
met5,0,-
## layout make-up
| class | count | area [um2] |
|---|---|---|
| Multi-Input combinational cell | 8 | 50.0 |
| Clock buffer | 3 | 22.5 |
| Timing Repair Buffer | 17 | 168 |
| Sequential cell | 8 | 166 |
| Tap cell | 46 | 57.6 |
| Fill cell | 393 | 2950 |
## final timing paths
kind | from | endpoint | slack [ps] | cells past startpoint
hold / removal | ja0[3] | out[3]$_SDFF_PP0_ | 510 | 2
setup / recovery | out[4]$_SDFF_PP0_ | out[4] | 30 | 1
## timing repair
action,CTS,global route
endpoints found under the hold margin,0,0
setup endpoints to repair,8,6
resized,11,8
## placed cells by master, fill, tap and decap left out
master                            n
sky130_fd_sc_hd__clkbuf_4         3
sky130_fd_sc_hd__clkdlybuf4s15_1  6
sky130_fd_sc_hd__clkdlybuf4s50_1  9
sky130_fd_sc_hd__dfxtp_1          3
sky130_fd_sc_hd__dfxtp_2          5
sky130_fd_sc_hd__dlygate4sd2_1    2
sky130_fd_sc_hd__nor2b_1          8
## metrics by stage
step / instances / total power, mW / util / setup TNS, ps
final: 82 / 0.638 / 0.136 / 0
after global placement: 79 / 0.428 / 0.128 / -2.33
after detailed placement: 79 / 0.428 / 0.128 / -111
after CTS: 82 / 0.647 / 0.133 / 0
after global routing: 82 / 0.672 / 0.136 / 0
after floorplan: 16 / 0.353 / - / 0
Power and IR drop assume default switching activity.
